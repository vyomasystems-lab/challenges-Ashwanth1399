<file path="/design/flow/config.mk">
export PLATFORM = sky130hd
export DESIGN_NAME = seq_detect_1011
export DESIGN_NICKNAME = seq_detect_1011
export VERILOG_FILES = /design/flow/design.v
export SDC_FILE = /design/flow/constraint.sdc
export NUM_CORES = 4
export LEC_CHECK = 1
export CORE_AREA = 10 10 70 70
export DIE_AREA = 0 0 80 80
</file>
<file path="/design/flow/constraint.sdc">
current_design seq_detect_1011

set clk_period 1.0
set clk_io_pct 0.2

create_clock -name clk0 -period $clk_period [get_ports {clk}]

set non_clock_inputs [all_inputs -no_clocks]
set_input_delay [expr $clk_period * $clk_io_pct] -clock clk0 $non_clock_inputs
set_output_delay [expr $clk_period * $clk_io_pct] -clock clk0 [all_outputs]
</file>
<file path="/design/flow/design.v">
module seq_detect_1011(seq_seen, inp_bit, reset, clk);
  output seq_seen;
  input inp_bit;
  input reset;
  input clk;
  parameter IDLE = 0,
            SEQ_1 = 1, 
            SEQ_10 = 2,
            SEQ_101 = 3,
            SEQ_1011 = 4;
  reg [2:0] current_state, next_state;
  assign seq_seen = current_state == SEQ_1011 ? 1 : 0;
  always @(posedge clk)
  begin
    if(reset)
    begin
      current_state <= IDLE;
    end
    else
    begin
      current_state <= next_state;
    end
  end
  always @(inp_bit or current_state)
  begin
    case(current_state)
      IDLE:
      begin
        if(inp_bit == 1)
          next_state = SEQ_1;
        else
          next_state = IDLE;
      end
      SEQ_1:
      begin
        if(inp_bit == 1)
          next_state = IDLE;
        else
          next_state = SEQ_10;
      end
      SEQ_10:
      begin
        if(inp_bit == 1)
          next_state = SEQ_101;
        else
          next_state = IDLE;
      end
      SEQ_101:
      begin
        if(inp_bit == 1)
          next_state = SEQ_1011;
        else
          next_state = IDLE;
      end
      SEQ_1011:
      begin
        next_state = IDLE; 
      end
    endcase
  end
endmodule
</file>
<file path="/design/flow/run.sh">
#!/bin/bash
# OpenROAD 26Q1-2900-gdf79404cd8, Yosys 0.63+post, stock flow scripts
make -C /OpenROAD-flow-scripts/flow DESIGN_CONFIG=/design/flow/config.mk WORK_HOME=/design/flow/orfs finish
</file>
==> notes.org <==
#+TITLE: Implementation results

** Placed design
- Placed Instances :: 69
- Final weighted congestion of routability-driven global placement :: 0.704
- IO buf count :: 3
- Area of placed instances :: around 290 µm²
- Logged for this run, the post-placement worst setup slack is -359 ps.
- Post-DP HPWL :: 343 µm

** Worst setup path
- The critical path in this run is classified as reg2out.
- The worst setup path is launched from a flop.
- Worst-path fanout max :: 2
- For the worst setup path, the data required time is 800 ps.
- At the worst endpoint, the arrival time is 920 ps.
- The worst setup path is captured at a primary output.

** Cells and area
- Cells with a size suffix above 1 make up 41.4% of the layout.
- By instance count after routing, the leading logic cell type is sky130_fd_sc_hd__buf_4.
- Most common logic cells in the final layout :: sky130_fd_sc_hd__buf_4 (5), sky130_fd_sc_hd__nor2b_1 (4), sky130_fd_sc_hd__clkbuf_4 (3), sky130_fd_sc_hd__dlxtn_1 (3)
- Per the run report, area growth between synthesis and finish was 88.9%.
- Non-filler instance count after layout :: 75
- Once layout is done, the placed cells without fillers occupy ~340 µm².

** Power and ir drop
- Of the total power, the share spent switching nets is between 20% and 30%.
- Worst VDD drop :: 211 µV
- The script extracted a net switching power of 76.7 µW.
- The power report lists cell-internal power as 284 µW.
- Power per cell area :: 1060 nW/µm²
- Overall power consumption :: approximately 360 µW
- Leak pwr :: 0.000133 µW
- Gate power share :: 4.8%
- Looking at the power breakdown, the clock network takes between 60% and 70% of the total.
- The share of total power dissipated in sequential elements is 34.3%.

** Logic synthesis
- Distinct lib cells :: 9
- Tally of yosys warning messages :: 1
- For reference, the post-synthesis area per instance comes to 10.6 µm².
- After synthesis, the chip area reported by Yosys is roughly 180 µm².
- The synth_stat.txt file lists the number of cells as 17.
- Cell area after technology mapping :: approximately 180 µm²
- In the synthesized netlist, the number of instances is 17.
- Synthesis-stage register bit count :: 6

** Floorplan
- The core region is between 3000 and 4000 µm².
- Core Rows :: 21
- Die height :: 80 µm
- Floorplan die width :: 80 µm
- Total die size :: 6400 µm²
- Number of placed I/O pins :: 4
- Share of the core filled by cells before placement :: 5.27%

** Timing
- Crit path setup slack, layout :: -116 ps
- Final Hold Vio Count :: 0
- 3 endpoints have no timing constraint.
- Pins over their slew limit in the final report were tallied at 0.
- RSZ-0062 raised after global routing :: yes
- Rel. slew slack :: 88.7%
- Of the available clock period, the critical path in the final layout requires 112%.
- Minimum clock period after layout :: 1120 ps
- Accumulated negative setup slack :: -116 ps
- The end-of-flow timing check tallies setup violations at 1.
- Upper clock frequency limit :: about 0.90 GHz
- The timer found 3 register pins that no clock reaches; their paths are not timed.
- Least-Margin Pin Slew :: 169 ps

** Clock tree
- Clock root buffer master :: sky130_fd_sc_hd__clkbuf_4
- Per the TritonCTS log, the buffer count is 3.
- Clock tree from TritonCTS :: done
- CTS built an H-tree with a depth of 1.
- Deepest clock path buffer count :: 2
- Clk slew on worst S/H paths :: 40 ps

** Routing
- Antenna diodes :: 0
- Final antenna-violating net count :: 0
- Ratio of routed vias to standard cells :: 2.19
- Initial DRC Count :: 6
- The first detailed-routing pass took 4 iterations.
- Avg WL per Cell :: 6.28 µm
- Total Routed Length :: between 400 and 500 µm
- Final routed DRC violation total :: 0
- The final route contains 164 vias.

** Global routing
- The initial antenna violation count came to 0.
- Global routing used 1.53% of the available tracks.
- Global routing finished with a remaining overflow of 0.
- The number of global-route vias before repair came to 155.
- The first global-routing pass estimated 752 µm of wire.
- Entering global routing, the biggest net connects 5 pins.

** Outcome
- Run status :: finished with violations
- The final reports fail on negative setup slack.

** Flow run
- In this run the maximum-capacitance check reported violations numbering 0.
- The tool warning count for the run is 27.

** Worst hold path
- Class of the tightest hold or removal check :: in2reg
- Worst hold stages :: 2
path summary, 6_finish.rpt:
check,start,endpoint,slack [ps]
worst max-delay path,current_state[0],seq_seen,-120
worst min-delay path,reset,current_state[2],560
metal layers:
metal / wire [µm] / part of all wire [%] / global-route usage, % / vias up
met4: 0 / 0 / 0.176 / 0
met2: 136 / 29 / 1.52 / 7
met3: 121 / 26 / 2.16 / 0
li1: - / - / - / 83
met1: 214 / 45 / 1.80 / 74
met5: 0 / 0 / 0 / -
registers in the layout, indices dropped and copies added (netlist names):
| register | cells |
|---|---|
| current_state | 3 |
| next_state | 3 |
final cells by class:
type,instances,area [µm²]
Fill cell,400,3080
Sequential cell,6,108
Multi-Input combinational cell,11,86.3
Timing Repair Buffer,8,62.6
Tap cell,46,57.6
Clock buffer,4,26.3
kinds of logic after synthesis:
family,share of synthesized area [%]
simple gates,34.7
compound gates,6.94
latches,25.0
flops,33.3
per-stage QoR:
stage               hold slack (ps)  util [%]
finish                          561      9.96
detailed placement              814      8.50
floorplan                       272         -
global placement                804      8.50
global route                    589      9.96
CTS                             561      9.52
power by group through the flow:
| stage | Clock (µW) | Sequential, µW | Combinational (µW) |
|---|---|---|---|
| 4_1_cts | 227 | 124 | 17.3 |
| 5_1_grt | 241 | 124 | 19.2 |
| 6_report | 219 | 124 | 17.3 |
synth_stat cells:
master	number	area, µm²
sky130_fd_sc_hd__dlxtn_1	3	45.0
sky130_fd_sc_hd__nor3b_1	2	15.0
sky130_fd_sc_hd__a21oi_1	1	5.00
sky130_fd_sc_hd__or3b_1	1	8.76
sky130_fd_sc_hd__nand3b_1	1	7.51
sky130_fd_sc_hd__and3_1	1	6.26
sky130_fd_sc_hd__dfxtp_1	3	60.1
sky130_fd_sc_hd__nor2b_1	4	25.0
sky130_fd_sc_hd__o21a_1	1	7.51
worst max-delay path: stages, from the launching register on:
cell	delay, ps
sky130_fd_sc_hd__dfxtp_2	330
sky130_fd_sc_hd__nor3b_4	210
sky130_fd_sc_hd__buf_2	140
what timing repair did:
item / CTS / global route
pin swaps: 1 / 0
hold buffers: 0 / 0
buffers inserted: 0 / 2
gates resized: 8 / 0
setup endpoints to repair: 1 / 1
Power is estimated from default activity; no workload was simulated.
