File: config.mk
export PLATFORM = sky130hd
export DESIGN_NAME = mux
export DESIGN_NICKNAME = mux
export VERILOG_FILES = /design/flow/design.v
export SDC_FILE = /design/flow/constraint.sdc
export NUM_CORES = 4
export LEC_CHECK = 1
export CORE_AREA = 10 10 72 72
export DIE_AREA = 0 0 82 82
File: constraint.sdc
current_design mux

set clk_period 1.9
set clk_io_pct 0.2

create_clock -name clk0 -period $clk_period

set non_clock_inputs [all_inputs -no_clocks]
set_input_delay [expr $clk_period * $clk_io_pct] -clock clk0 $non_clock_inputs
set_output_delay [expr $clk_period * $clk_io_pct] -clock clk0 [all_outputs]
File: design.v
module mux(sel,inp0, inp1, inp2, inp3, inp4, inp5, inp6, inp7, inp8, 
           inp9, inp10, inp11, inp12, inp13, inp14, inp15, inp16, inp17,
           inp18, inp19, inp20, inp21, inp22, inp23, inp24, inp25, inp26,
           inp27, inp28, inp29, inp30, out);
  input [4:0] sel;
  input [1:0] inp0, inp1, inp2, inp3, inp4, inp5, inp6,
            inp7, inp8, inp9, inp10, inp11, inp12, inp13, 
            inp14, inp15, inp16, inp17, inp18, inp19, inp20,
            inp21, inp22, inp23, inp24, inp25, inp26,
            inp27, inp28, inp29, inp30;
  output [1:0] out;
  reg [1:0] out;
  always @(sel or inp0  or inp1 or  inp2 or inp3 or inp4 or inp5 or inp6 or
            inp7 or inp8 or inp9 or inp10 or inp11 or inp12 or inp13 or 
            inp14 or inp15 or inp16 or inp17 or inp18 or inp19 or inp20 or
            inp21 or inp22 or inp23 or inp24 or inp25 or inp26 or inp27 or 
            inp28 or inp29 or inp30 )
  begin
    case(sel)
      5'b00000: out = inp0;  
      5'b00001: out = inp1;  
      5'b00010: out = inp2;  
      5'b00011: out = inp3;  
      5'b00100: out = inp4;  
      5'b00101: out = inp5;  
      5'b00110: out = inp6;  
      5'b00111: out = inp7;  
      5'b01000: out = inp8;  
      5'b01001: out = inp9;  
      5'b01010: out = inp10;
      5'b01011: out = inp11;
      5'b01101: out = inp12; 
      5'b01101: out = inp13;
      5'b01110: out = inp14;
      5'b01111: out = inp15;
      5'b10000: out = inp16;
      5'b10001: out = inp17;
      5'b10010: out = inp18;
      5'b10011: out = inp19;
      5'b10100: out = inp20;
      5'b10101: out = inp21;
      5'b10110: out = inp22;
      5'b10111: out = inp23;
      5'b11000: out = inp24;
      5'b11001: out = inp25;
      5'b11010: out = inp26;
      5'b11011: out = inp27;
      5'b11100: out = inp28;
      5'b11101: out = inp29;
      default: out = 0;
    endcase
  end
endmodule 
File: run.sh
#!/bin/bash
# OpenROAD 26Q1-2900-gdf79404cd8, Yosys 0.63+post, stock flow scripts
make -C /OpenROAD-flow-scripts/flow DESIGN_CONFIG=/design/flow/config.mk WORK_HOME=/design/flow/orfs finish
==> flow_summary.toml <==
# implementation run metrics
[drt]
drtIter0Drc = 31
vias = 1119
routed_wl_um = 3551
dr.pass1.iters = 4
wl_per_cell_um = 15.31
drc = 0
antenna_left = 0
vias_per_cell = 4.823
route.antenna.diode_count = 0

[critical_path]
endpoint = "out[0]"
cp-startpoint = "inp29[0]"
cp-end-kind = "primary output"
crit_arrival_ns = 1.77
critPathLaunchType = "input pin"
worstSetupPathType = "in -> out"
cp_max_fo = 1
worstPathRequired_ns = 1.52

[die]
die_x_um = 82
coreArea_um2 = 3689
rows = 22
die_h_um = 82
die_area_um2 = 6724
floorplan.io_pins = 69
fp_util_pct = 18.39

[final_timing]
rsz0062_at_grt = "true"
finalWorstSetupSlack_ns = -0.2506
tightestPinTransition_ns = 0.3032
clock.fmax_ghz = 0.4650
slew_viol_final = 0
fin_crit_ns = 2.151
finalHoldViolCount = 0
slew_headroom_pct = 79.75
setup-violations-final = 2
post-route-period-util_pct = 113.2
tns_ns = -0.4174

[synth]
synthTopCellsByCount = "13 x nand3_1, 7 x mux2_2, 6 x mux2i_1, 6 x nand4_1"
syn_area_um2 = 678.2
most_common_cell = "nand3_1"
yosys-stat-cells = 95
synth_top_area_share_pct = 11.62
netlist_instances = 95
ys_warn_count = 1
area_leaders = "mux2_2 12%, nand3_1 9.6%, mux2i_1 8.9%"
syn_avg_cell_area_um2 = 7.138
yosysSeqAreaShare_pct = 0
ys_area_um2 = 678.2
ys_types = 37
yosys.area.top_type = "mux2_2"

[global_routing]
grt_pass1_wl_um = 5568
gr-total-overflow = 0
grt_max_degree = 11
track_usage_pct = 10.35
grt_pass1_vias = 1211
antenna_found_initial = 0

[power_and_ir_drop]
peakVddDrop_mv = 0.08761
p_per_area_nw_per_um2 = 193.5
power_uw = 336.5
power.leakage_uw = 0.0007708

[placement]
portBuffers = 65
dpl.hpwl_um = 2849
gp_congestion = 0.9040
pre_cts_slack_ns = -1.091
dpl-instance-area_um2 = 1533
place_inst = 224

[finish]
seq_area_um2 = 0
fin_area_um2 = 1739
nFlopsAndLatches = 0
drive_gt1_share_pct = 39.13
clock_buffers = 0
area_delta_synth_final_pct = 156.5
layout.cells.non_filler = 232
fill_cells = 356
mi_logic_area_um2 = 747.0

[job]
maxCapViolCount = 0
log.warning_count = 39

[status]
status = "complete, but fails checks"
violations = "setup timing"

[worst_hold_path]
hold_class = "in -> out"
## where the power goes
| group | total [µW] | switching, µW | internal [µW] |
|---|---|---|---|
| sequential | 0 | 0 | 0 |
| combinational | 336 | 119 | 218 |
| clock | 0 | 0 | 0 |
| total | 336 | 119 | 218 |
## logic make-up (layout without fill, tap and decap cells)
| logic type | Yosys count | in the layout | synth area share [%] |
|---|---|---|---|
| and+or+nand+nor | 46 | 46 | 40.22 |
| AOI/OAI and AO/OA | 20 | 20 | 20.67 |
| muxes | 16 | 16 | 29.34 |
| buffers and inverters | 13 | 102 | 9.778 |
## placed cells by master, fill, tap and decap left out, drive strengths merged, types with 2 or more instances in the layout
cell / netlist / layout
buf: 8 / 42
dlygate4sd2: 0 / 34
clkdlybuf4s50: 0 / 20
nand3: 13 / 13
mux2: 8 / 8
mux2i: 6 / 6
nand4: 6 / 6
a31oi: 5 / 5
nor3: 5 / 5
nor2b: 5 / 5
nand3b: 3 / 3
clkdlybuf4s15: 0 / 3
a21oi: 3 / 3
o21ai: 2 / 2
or3: 2 / 2
nor2: 2 / 2
a22o: 2 / 2
a22oi: 2 / 2
mux4: 2 / 2
inv: 2 / 2
nor3b: 2 / 2
## timing repair
item                                    in CTS  in global routing
pin swaps                                   32                  6
hold buffers                                 0                  0
resized                                    109                 14
buffers inserted                             6                  1
endpoints found under the setup margin       2                  2
cloned                                       2                  0
## worst max-delay path, stage by stage
cell and delay [ns]:
clkdlybuf4s50_1 0.40, nand3_1 0.08, o21ai_1 0.07, nand3_1 0.11, a21oi_2 0.06, or4_1 0.54
buf_2 0.14
## routing by layer
layer | track usage (%) | vias to the layer above | wire length [µm]
li1 | - | 560 | -
met4 | 0 | 0 | 0
met2 | 17.63 | 40 | 1721
met3 | 3.855 | 0 | 281
met5 | 0 | - | 0
met1 | 12.99 | 519 | 1548
## worst min-delay path by stage
| stage | start | end | slack [ns] | cells after the start |
|---|---|---|---|---|
| finish | sel[4] | out[1] | 1.38 | 4 |
| global route | sel[4] | out[1] | 1.43 | 4 |
| CTS | sel[3] | out[1] | 1.37 | 4 |
## area by class of cell
type                            instances  share of cell area, %
Inverter                                2                 0.5755
Multi-Input combinational cell         82                  42.95
Tap cell                               48                  3.453
Timing Repair Buffer                  100                  53.02
## stage by stage
stage / util, % / hold slack (ns)
global placement: 41.55 / 1.993
finish: 47.15 / 1.380
CTS: 45.79 / 1.370
floorplan: - / 0.9486
detailed placement: 41.55 / 1.992
global route: 47.15 / 1.428
Power figures rest on the tool's default switching activity, not on a simulated workload.
